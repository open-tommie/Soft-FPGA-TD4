==> flow/run.sh <==
#!/bin/bash
# OpenROAD 26Q1-2900-gdf79404cd8, Yosys 0.63+post, stock flow scripts
make -C /OpenROAD-flow-scripts/flow DESIGN_CONFIG=/design/flow/config.mk WORK_HOME=/design/flow/orfs finish
==> flow/config.mk <==
export PLATFORM = sky130hd
export DESIGN_NAME = TD4
export DESIGN_NICKNAME = TD4
export VERILOG_FILES = /design/flow/design.v
export SDC_FILE = /design/flow/constraint.sdc
export NUM_CORES = 4
export LEC_CHECK = 1
export CORE_AREA = 10 10 70 70
export DIE_AREA = 0 0 80 80
==> flow/constraint.sdc <==
current_design TD4

set clk_period 2.0
set clk_io_pct 0.2

create_clock -name clk0 -period $clk_period [get_ports {clock}]

set non_clock_inputs [all_inputs -no_clocks]
set_input_delay [expr $clk_period * $clk_io_pct] -clock clk0 $non_clock_inputs
set_output_delay [expr $clk_period * $clk_io_pct] -clock clk0 [all_outputs]
==> flow/design.v <==
module TD4 (
    input wire clock, 
    input wire reset_n,
    input wire [3:0] in_port,
    output wire [3:0] pc_out, 
    output wire [7:0] op, 
    output wire [3:0] out_port, 
    output wire [3:0] alu_data);
  reg [3:0] reg_a, reg_b, reg_out; 
  reg [3:0] pc = 4'b0;
  reg cflag = 1'b1;
  assign out_port = reg_out;
  assign pc_out = pc;
  reg [7:0] rom[0:15];
  initial begin
    rom[4'b0000] = 8'b1011_0011;  
    rom[4'b0001] = 8'b1011_0110;  
    rom[4'b0010] = 8'b1011_1100;  
    rom[4'b0011] = 8'b1011_1000;  
    rom[4'b0100] = 8'b1011_1000;  
    rom[4'b0101] = 8'b1011_1100;  
    rom[4'b0110] = 8'b1011_0110;  
    rom[4'b0111] = 8'b1011_0011;  
    rom[4'b1000] = 8'b1011_0001;  
    rom[4'b1001] = 8'b1111_0000;  
    rom[4'b1010] = 8'b0000_0000;  
    rom[4'b1011] = 8'b0000_0000;  
    rom[4'b1100] = 8'b0000_0000;  
    rom[4'b1101] = 8'b0000_0000;  
    rom[4'b1110] = 8'b0000_0000;  
    rom[4'b1111] = 8'b0000_0000;  
    $monitor("monitor: time=%03t, clock=%b, pc=%02hH %bB, rom[pc]=%02hH %bB, in_port=%02hH, pc_out=%02hH %b, op=%02h %b, out_port=%02hH %b, alu_data=%02hH %b",
             $time, clock, pc, pc, rom[pc], rom[pc], 
             in_port, pc_out, pc_out, op, op, out_port, out_port, alu_data, alu_data);
  end   
  wire [7:0] opcode;
  assign opcode = rom[pc];
  assign op = opcode;
  wire [1:0] alu_sel, load_sel;
  wire jmp;
  wire [3:0] im;  
  assign alu_sel = (opcode[7:6] == 2'b11) ? 2'b11 : opcode[5:4];
  assign load_sel = opcode[7:6];
  assign jmp = opcode[4];
  assign im = opcode[3:0];
  wire [3:0] alu_in;
  assign alu_in = (alu_sel == 2'b00) ? reg_a :  
                  (alu_sel == 2'b01) ? reg_b :  
                  (alu_sel == 2'b10) ? in_port :  
                                       4'b0000;  
  wire [3:0] alu_out;
  wire nextcflag;
  assign {nextcflag, alu_out} = alu_in + im;
  assign alu_data = alu_out;
  wire load_a, load_b, load_out, load_pc;
  assign load_a = (load_sel == 2'b00) ? 1'b0 : 1'b1;  
  assign load_b = (load_sel == 2'b01) ? 1'b0 : 1'b1;  
  assign load_out = (load_sel == 2'b10) ? 1'b0 : 1'b1;  
  assign load_pc = (load_sel == 2'b11 && (jmp == 1'b1 || cflag)) ? 1'b0 : 1'b1;  
  wire [3:0] next_pc;
  assign next_pc = (load_pc == 1'b0) ? alu_out : pc + 1;
  always @(posedge clock or negedge reset_n) begin
    if (!reset_n) begin
      reg_a <= 4'b0;
      reg_b <= 4'b0;
      reg_out <= 4'b0;
      cflag <= 1'b1;
      pc <= 4'b0;
    end else begin
      reg_a <= #1 (load_a == 1'b0) ? alu_out : reg_a;
      reg_b <= #1 (load_b == 1'b0) ? alu_out : reg_b;
      reg_out <= #1 (load_out == 1'b0) ? alu_out : reg_out;
      cflag  <= #1 ~nextcflag;  
      pc <= #1 next_pc;
    end
  end
endmodule
==> qor.yml <==
outcome:
  status: "finished, violations left"
  violations: "setup timing"
drt:
  vias_per_cell: 4.20
  diodes: 0
  wirelength_um: 2290
  postRouteAntennaNets: 0
  drc: 0
  vias: 706
  drtIter0Drc: 8
  wire_per_inst_um: 13.6
  dr.pass1.iters: 2
global_routing:
  antenna_found_initial: 0
  first_global_vias: 837
  track_usage: 0.0752
  grt-ovfl-total: 0
  grt_pass1_wl_um: 3930
  grt_max_degree: 13
worst_setup_path:
  path_cells: "inv_2 > ha_4 > nor2b_4 > and2_4 > ha_4 > a211oi_4 > o21ba_4 > nor2_2 > buf_2"
  slowest_stage: "dfrtp_1"
  path_common_cell: "ha_4"
  cp_data_arrival_time_ns: 2.04
  crit_buf_inv: 2
  cp.required_ns: 1.60
  worst_path_dominant_cell_family: "AND-OR/OR-AND gates"
  crit_path_max_incr_delay_ns: 0.39
  crit_type: "register to output port"
  end_kind: "output port"
  start_kind: "register"
  cp_max_fo: 4
run:
  drv_cap: 0
  warning_count: 36
floorplanning:
  chipArea_um2: 6400
  boundaryPins: 26
  initCoreUtil: 0.242
  fp.dieW_um: 80
  die_height_um: 80
  core_um2: 3420
  placementRows: 21
final_timing:
  finalSetupTns_ns: -2.05
  hold_violations: 0
  worstMarginPinSlew_ns: 0.554
  maxSlewViolCount: 0
  max_slew_margin: 0.630
  period_minus_slack_ns: 2.44
  setup_viol: 11
  grt_setup_unrepaired: "yes"
  fin_skew_ns: 0.00260
  worst_slack_ns: -0.443
  timing.final.crit_share: 1.22
  fmax_ghz: 0.409
clock_tree:
  ctsHoldBuffers: 0
  clock_tree.buffer_depth: 2
  ctsRootBufferMaster: "clkbuf_4"
  h-tree-depth: 1
  cts_tree: "built"
  clock_latency_ns: 0.28
  cts_buffers: 3
  cts_sinks: 12
  clk_pin_slew_worst_paths_ns: 0.08
final_layout:
  drive_gt1_frac: 0.664
  final_util: 0.451
  lay_top_count: "buf_4"
  layout_top_cells: "buf_4 (22), clkdlybuf4s50_1 (12), dfrtp_1 (11), buf_6 (8), mux2_4 (6)"
  final_area_um2: 1540
  syn_to_final_growth_pct: 86.1
placed_design:
  io_buffers: 21
  hpwl_um: 1590
  place.gp.congestion: 0.836
  place_area_um2: 1280
pwr:
  power_mw: 0.448
  p_leak_nw: 0.683
  peakVddDrop_mv: 0.362
  p_per_area_nw_per_um2: 291
yosys:
  synth_area_um2: 828
  synthAdderAreaFrac: 0.160
  yosys_warnings: 2
  muxShareOfSynthArea: 0.109
  ys_sh_simple: 0.165
  logic_family: "simple AND/OR/NAND/NOR gates"
  yosys_cells: 72
  numSynthFlops: 12
  syn_avg_cell_area_um2: 11.5
  synthDistinctLibCells: 33
  seq_area_frac_synth: 0.363
  yosys_area_um2: 828
  yosys.area_share.xor_xnor: 0.0211
  synthCells: 72
  aoi_share: 0.127
worst_hold_path:
  hp-class: "input pin to async pin"
-- worst paths after layout --
kind                                 start           to  slack [ns]  cells past startpoint
worst max register to register       pc[1]   reg_out[1]       -0.07                      8
worst min-delay path               reset_n        pc[1]        0.47                      1
worst min register to register  reg_out[2]   reg_out[2]        0.52                      1
max in group asynchronous          reset_n        pc[2]        1.13                      1
min in group clk0               reg_out[2]   reg_out[2]        0.52                      1
worst max-delay path                 pc[1]  alu_data[3]       -0.44                      9
-- stage by stage --
stage	cells	hold slack [ns]	setup slack [ns]
2_1_floorplan	72	0.104	-0.00875
3_3_place_gp	156	0.485	-0.489
3_5_place_dp	156	0.491	-0.506
4_1_cts	165	0.483	-0.407
5_1_grt	168	0.503	-0.542
6_report	168	0.474	-0.443
-- kinds of logic (layout without fill, tap and decap cells) --
kind of cell | after synthesis | after routing
AOI/OAI and AO/OA | 13 | 13
xor gates and xnor gates | 2 | 2
adders and majority gates | 10 | 10
buffers and inverters | 9 | 59
DFF | 12 | 12
muxes | 7 | 7
and+or+nand+nor | 19 | 19
-- synthesized netlist by cell type --
library cell	count	area (um2)
xor2_1	1	8.76
and2_2	1	7.51
nor2b_2	1	8.76
mux2_2	3	33.8
nor2b_1	2	12.5
buf_2	1	5.00
inv_1	3	11.3
o21ai_0	2	10.0
ha_1	9	113
buf_4	3	22.5
inv_2	2	7.51
o21a_4	1	15.0
o21ba_2	1	10.0
nor3b_1	1	7.51
o41ai_1	1	8.76
o31ai_1	2	15.0
fa_1	1	20.0
a21boi_0	1	7.51
nor2_1	5	18.8
and2_1	4	25.0
xnor2_1	1	8.76
nor2_2	1	6.26
nor2b_4	1	13.8
dfrtp_1	12	300
o2bb2ai_1	1	8.76
o211ai_1	1	7.51
nand4b_4	1	23.8
and3b_1	1	8.76
nand2_1	1	3.75
a21oi_1	2	10.0
mux2_1	1	11.3
mux2_4	3	45.0
a211oi_2	1	12.5
-- final cells by class --
type	count	area, um2
timing repair buffer	50	442
clock buffer	4	36.3
fill	312	1870
tap	46	57.6
multi-input combinational	51	681
sequential	12	302
inverter	5	23.8
-- report_power, final --
part	leakage, nW	internal [mW]	switching [mW]	total (mW)
Combinational	0.510	0.00171	0.00466	0.00637
Sequential	0.152	0.242	0	0.242
Clock	0.0210	0.111	0.0887	0.199
-- sequential cells by signal (all words and copies together) (netlist names) --
signal	count
reg_a	4
reg_out	4
pc	4
-- routing by layer --
metal / GRT usage / wire length, um / vias up
met5: 0 / 0 / -
li1: - / - / 347
met2: 0.117 / 1020 / 21
met3: 0.0364 / 212 / 0
met1: 0.0978 / 1050 / 338
met4: 0.00176 / 0 / 0
-- repair_timing --
item,CTS,global route
resized,38,18
setup buffers,5,4
pin swaps,13,12
gates cloned,0,0
endpoints found under the hold margin,0,0
endpoints found under the setup margin,20,17
Power is estimated from default activity; no workload was simulated.
